[design/flow/design.v]
package abr_ahb_defines_pkg;
  parameter ABR_H_OKAY=1'b0;
  parameter ABR_H_ERROR=1'b1;
endpackage
package abr_prim_pkg;
  typedef enum logic [31:0] {
    ImplGeneric,
    ImplXilinx,
    ImplBadbit
  } impl_e;
endpackage : abr_prim_pkg
package abr_prim_sparse_fsm_pkg;
  typedef enum logic {Idle, Done} state_t;
endpackage : abr_prim_sparse_fsm_pkg
package abr_prim_subreg_pkg;
  typedef enum logic [2:0] {
    SwAccessRW  = 3'd0,  
    SwAccessRO  = 3'd1,  
    SwAccessWO  = 3'd2,  
    SwAccessW1C = 3'd3,  
    SwAccessW1S = 3'd4,  
    SwAccessW0C = 3'd5,  
    SwAccessRC  = 3'd6   
  } sw_access_e;
endpackage
package compress_defines_pkg;
    typedef enum logic {CMP_RD_IDLE, CMP_RD_MEM} cmp_read_state_e;
    typedef enum logic {CMP_WR_IDLE, CMP_WR_MEM} cmp_write_state_e;
    localparam compress1 = 'h0,
               compress5 = 'h1,
               compress11 = 'h2,
               compress12 = 'h3;
    typedef logic [1:0] compress_mode_t;
endpackage
package decompose_defines_pkg;
    typedef enum logic {DCMP_RD_IDLE, DCMP_RD_MEM} dcmp_read_state_e;
    typedef enum logic {DCMP_WR_IDLE, DCMP_WR_MEM} dcmp_write_state_e;
    localparam sign_op = 'h0,
               verify_op = 'h1;
    typedef logic dcmp_mode_t;
endpackage
package decompress_defines_pkg;
    typedef enum logic {DCMP_RD_IDLE, DCMP_RD_MEM} decomp_read_state_e;
    typedef enum logic {DCMP_WR_IDLE, DCMP_WR_MEM} decomp_write_state_e;
    localparam DECOMPRESS1 = 'h0,
               DECOMPRESS5 = 'h1,
               DECOMPRESS11 = 'h2,
               DECOMPRESS12 = 'h3;
    typedef logic [1:0] decompress_mode_t;
endpackage
package makehint_defines_pkg;
    typedef enum logic [2:0] {MH_IDLE, MH_RD_MEM, MH_WAIT, MH_FLUSH_SBUF, MH_RD_IBUF_LOW, MH_RD_IBUF_HIGH, MH_RD_IBUF_MID} mh_read_state_e;
endpackage
package norm_check_defines_pkg;
    parameter z_bound = 2'h0, r0_bound = 2'h1, ct0_bound = 2'h2;
    typedef logic [1:0] chk_norm_mode_t;
    typedef enum logic [1:0] {CHK_IDLE, CHK_RD_MEM, CHK_WAIT, CHK_DONE} chk_read_state_e;
endpackage
package power2round_defines_pkg;
    typedef enum logic [1:0] {T_RD_IDLE, T_RD_MEM, T_RD_DONE} power2round_read_state_type;
    typedef enum logic [1:0] {SK_WR_IDLE, SK_WR_WAIT, SK_WR_MEM, SK_WR_DONE} power2round_sk_write_state_type;
    typedef enum logic [1:0] {PK_WR_IDLE, PK_WR_API, PK_WR_DONE} power2round_pk_write_state_type;
endpackage
package sib_pkg;
  typedef enum logic [1:0] {
    SIB_IDLE         = 2'b00,
    SIB_SIGN_BUFFER  = 2'b01,
    SIB_ACTIVE       = 2'b10,
    SIB_DONE         = 2'b11
} sib_fsm_state_e;
endpackage
package sigdecode_h_defines_pkg;
    typedef enum logic [1:0] {SDH_RD_IDLE, SDH_RD_HINTSUM, SDH_RD_INIT, SDH_RD_EXEC} sdh_read_state_e;
    typedef enum logic [1:0] {SDH_WR_IDLE, SDH_WR_INIT, SDH_WR_MEM} sdh_write_state_e;
endpackage
package skdecode_defines_pkg;
    typedef enum logic [2:0] {SKDEC_RD_IDLE, SKDEC_RD_S1, SKDEC_RD_S2, SKDEC_RD_T0} skdec_read_state_e;
    typedef enum logic [2:0] {SKDEC_WR_IDLE, SKDEC_WR_STAGE, SKDEC_WR_S1, SKDEC_WR_S2, SKDEC_WR_T0} skdec_write_state_e;
endpackage
module abr_1r1w_512x4_ram #(
     parameter DEPTH      = 512
    ,parameter DATA_WIDTH = 4
    ,parameter ADDR_WIDTH = $clog2(DEPTH)
    )
    (
    input  logic                       clk_i,
    input  logic                       we_i,
    input  logic [ADDR_WIDTH-1:0]      waddr_i,
    input  logic [DATA_WIDTH-1:0]      wdata_i,
    input  logic                       re_i,
    input  logic [ADDR_WIDTH-1:0]      raddr_i,
    output logic [DATA_WIDTH-1:0]      rdata_o
    );
    logic [DEPTH-1:0][DATA_WIDTH-1:0] ram;
    always @(posedge clk_i) begin
        if (we_i) begin
            ram[waddr_i] <= wdata_i;
        end
    end
    always @(posedge clk_i) begin
        if (re_i) begin
            rdata_o <= ram[raddr_i];
        end
    end
endmodule
[design/flow/config.mk]
export PLATFORM = sky130hd
export DESIGN_NAME = abr_1r1w_512x4_ram
export DESIGN_NICKNAME = abr_1r1w_512x4_ram
export VERILOG_FILES = /design/flow/design.v
export SDC_FILE = /design/flow/constraint.sdc
export NUM_CORES = 4
export LEC_CHECK = 1
export CORE_UTILIZATION = 50
[design/flow/constraint.sdc]
current_design abr_1r1w_512x4_ram

set clk_period 32.5
set clk_io_pct 0.2

create_clock -name clk0 -period $clk_period [get_ports {clk_i}]

set non_clock_inputs [all_inputs -no_clocks]
set_input_delay [expr $clk_period * $clk_io_pct] -clock clk0 $non_clock_inputs
set_output_delay [expr $clk_period * $clk_io_pct] -clock clk0 [all_outputs]
[design/flow/run.sh]
#!/bin/bash
# OpenROAD 26Q1-2900-gdf79404cd8, Yosys 0.63+post, stock flow scripts
make -C /OpenROAD-flow-scripts/flow DESIGN_CONFIG=/design/flow/config.mk WORK_HOME=/design/flow/orfs finish
==> node_exporter_impl.prom <==
# HELP chip_impl_metric Synthesis and place-and-route metrics
# TYPE chip_impl_metric gauge
chip_impl_info{name="worst-setup-path-type",value="input port to register"} 1
chip_impl_metric{name="grt_overflow_total",unit=""} 0
chip_impl_metric{name="mappedNetlistArea",unit="um2"} 106500
chip_impl_metric{name="globalRouteTotalUtil",unit=""} 0.3134
chip_impl_metric{name="crit_required",unit="ps"} 33080
chip_impl_metric{name="worstPathArrival",unit="ps"} 11820
chip_impl_metric{name="final_tns_setup",unit="ps"} 0
chip_impl_info{name="r2r_end",value="rdata_o[1]"} 1
chip_impl_info{name="worstSetupStartpointType",value="input port"} 1
chip_impl_metric{name="worstRegToRegCells",unit=""} 7
chip_impl_metric{name="layout.cells.non_filler",unit=""} 9735
chip_impl_metric{name="clock.latency.late_pin",unit="ps"} 860
chip_impl_metric{name="viasPerCell",unit=""} 6.429
chip_impl_metric{name="edf_count",unit=""} 2052
chip_impl_metric{name="critPathMaxFanout",unit=""} 53
chip_impl_metric{name="route.vias.total",unit=""} 62587
chip_impl_info{name="outcome",value="complete, no violations"} 1
chip_impl_metric{name="tightestPinTransition",unit="ps"} 1279
chip_impl_info{name="worstHoldStart",value="ram[2011]"} 1
chip_impl_metric{name="detailedRoute.firstPassIterationCount",unit=""} 9
chip_impl_metric{name="cts_hold_repair.buffers",unit=""} 0
chip_impl_metric{name="cts_buffers",unit=""} 224
chip_impl_info{name="r2r-start",value="ram[85]"} 1
chip_impl_metric{name="clk_path_buf_depth",unit=""} 3
chip_impl_metric{name="timing.max_cap.violations",unit=""} 0
chip_impl_metric{name="detailedRoute.firstIterationViolations",unit=""} 4231
chip_impl_metric{name="drive_above_1_share",unit=""} 0.4360
chip_impl_info{name="grt_setup_unrepaired",value="false"} 1
chip_impl_info{name="hold_end",value="ram[2011]"} 1
chip_impl_metric{name="first_pass_grt_wire_length",unit="mm"} 451.2
chip_impl_metric{name="max_clock_freq",unit="MHz"} 88.92
chip_impl_metric{name="fill_cells",unit=""} 16644
chip_impl_metric{name="floorplan.core_util",unit=""} 0.5028
chip_impl_metric{name="floorplan.rows",unit=""} 169
chip_impl_metric{name="ys.warnings.count",unit=""} 1
chip_impl_info{name="ys_top_cells_by_area",value="edfxtp_1 (58%), mux2_2 (21%), mux4_2 (7.2%), mux2i_1 (3.5%), o221ai_1 (1.4%)"} 1
chip_impl_metric{name="postSynthRegisterBits",unit=""} 2052
chip_impl_info{name="clk_root_buf",value="clkbuf_16"} 1
chip_impl_metric{name="core-area",unit="um2"} 211900
chip_impl_metric{name="asyncSetResetFlopFracSynth",unit=""} 0
chip_impl_metric{name="maxSlewViolCount",unit=""} 0
chip_impl_info{name="cpLargestDelayFamily",value="buffers and inverters"} 1
chip_impl_metric{name="remaining_drc_errors",unit=""} 0
chip_impl_info{name="tritoncts_clock_tree",value="done"} 1
chip_impl_metric{name="min_delay_path_depth",unit=""} 1
chip_impl_metric{name="htree_num_levels",unit=""} 4
chip_impl_info{name="synth_top_cell_by_count",value="edfxtp_1"} 1
chip_impl_metric{name="worst_path_largest_cell_delay",unit="ps"} 670
chip_impl_metric{name="worst_vdd_ir",unit="uV"} 60.43
chip_impl_metric{name="largest_net_degree_at_the_start_of_global_routing",unit=""} 126
chip_impl_metric{name="synth_chip_area",unit="um2"} 106500
chip_impl_metric{name="relSlewSlack",unit=""} 0.1250
chip_impl_metric{name="gpl.final_weighted_congestion",unit=""} 0.9300
chip_impl_metric{name="place_inst",unit=""} 9329
chip_impl_info{name="netlist.top_cell.by_area",value="edfxtp_1"} 1
chip_impl_metric{name="register_area_share_after_synthesis",unit=""} 0.5784
chip_impl_metric{name="ios",unit=""} 29
chip_impl_metric{name="die.size.y",unit="um"} 463.6
chip_impl_metric{name="detail-route-antenna-nets",unit=""} 0
chip_impl_metric{name="final_hold_viol_count",unit=""} 0
chip_impl_metric{name="final_core_utilization",unit=""} 0.5525
chip_impl_metric{name="cts_repair_resize_count",unit=""} 0
chip_impl_metric{name="cts_post_setup_buffers_inserted",unit=""} 0
chip_impl_metric{name="crit_buf_inv",unit=""} 6
chip_impl_metric{name="post_drt_wl_per_cell",unit="um"} 31.42
chip_impl_metric{name="fp.dieW",unit="um"} 463.6
chip_impl_metric{name="area_delta_synth_final",unit="%"} 9.874
chip_impl_info{name="synth.cells.most_frequent",value="edfxtp_1 (2,052), mux2_2 (2,016), nand2_1 (384), mux2i_1 (376), clkbuf_1 (342)"} 1
chip_impl_metric{name="dpl.hpwl",unit="mm"} 197.0
chip_impl_metric{name="clk_pin_slew",unit="ps"} 60
chip_impl_metric{name="floorplan.die_area",unit="um2"} 214900
chip_impl_metric{name="netlist-cell-type-count",unit=""} 67
chip_impl_metric{name="warning_count",unit=""} 44
chip_impl_metric{name="postSynthAreaPerCell",unit="um2"} 15.70
chip_impl_metric{name="finalCriticalPeriod",unit="ps"} 11250
chip_impl_metric{name="synth_top_area_share",unit=""} 0.5784
chip_impl_metric{name="route.final.wire_length",unit="mm"} 305.9
chip_impl_info{name="cp_common_cell",value="buf_4"} 1
chip_impl_metric{name="netlist_instances",unit=""} 6785
chip_impl_metric{name="r2r_setup_slack",unit="ps"} 29270
chip_impl_metric{name="port_buffers",unit=""} 28
chip_impl_metric{name="grt_pass1_vias",unit=""} 64466
chip_impl_info{name="critical_path.cell_chain",value="buf_8 -> buf_4 -> buf_4 -> buf_4 -> buf_4 -> buf_4 -> mux4_2 -> o22ai_1 -> a22o_1 -> a21oi_1 -> a31oi_1 -> a211oi_1"} 1
chip_impl_info{name="timing.critical_path.to_type",value="register"} 1
chip_impl_metric{name="final-setup-viol-count",unit=""} 0
chip_impl_metric{name="clock_sink_count",unit=""} 2052
chip_impl_metric{name="p_leak",unit="nW"} 39.33
chip_impl_info{name="critPathSlowestCell",value="buf_4"} 1
chip_impl_metric{name="fin_crit_sh",unit=""} 0.3460
chip_impl_metric{name="worst_clock_skew",unit="ps"} 25.34
chip_impl_info{name="holdCritPathClass",value="register to register"} 1
chip_impl_metric{name="antenna_found_initial",unit=""} 9
chip_impl_metric{name="synth-cells-yosys",unit=""} 6785
chip_impl_info{name="ys.flop_type",value="edfxtp_1"} 1
chip_impl_metric{name="pwr_density_cell",unit="nW/um2"} 53.40
## power breakdown
part | internal (W) | total [W] | switching [W]
Clock | 0.00147 | 0.00252 | 0.00105
Sequential | 0.00309 | 0.00316 | 0.0000692
Combinational | 0.000234 | 0.000568 | 0.000335
## worst reg2reg max path, cell delays in order (launching register included)
cell and delay [ps]:
edfxtp_1 340, mux4_2 250, mux2i_1 100, o21ai_0 600, a22oi_1 360, nor4_1 560, nand4_1 550, a31oi_1 320
## area by class of cell
type                    count  area [um2]  area share
diodes                      4       10.01  0.00008551
repair buffers            254        2117     0.01809
multi-input cells        4192       42610      0.3640
clock inverters           122        1182     0.01010
well taps                2821        3530     0.03015
flip-flops and latches   2052       61620      0.5264
clock buffers             280        5943     0.05077
inverters                  10       45.04   0.0003848
## how the worst max path moves through the flow
stage | start | cells after the start | to | slack [ps]
4_1_cts | raddr_i[0] | 12 | rdata_o[0] | 21200
6_report | raddr_i[0] | 12 | rdata_o[0] | 21250
5_1_grt | raddr_i[0] | 12 | rdata_o[0] | 20870
## registers in the layout, indices dropped and copies added (netlist names)
| name | cells |
|---|---|
| rdata_o | 4 |
| ram | 2048 |
## logic make-up after synthesis
logic type	after synthesis	share of synthesized area
AND-OR/OR-AND	475	0.03209
flip-flops	2052	0.5784
XOR/XNOR	4	0.0003289
AND/OR/NAND/NOR	933	0.04086
buffers and inverters	541	0.02296
multiplexers	2778	0.3252
adder cells (fa/ha/maj)	2	0.0002348
## layout by cell type (no fill, tap or decap), types with 12 or more instances in the layout
master / count
a211oi_1: 24
a21oi_1: 89
a22oi_1: 14
a31oi_1: 12
and2_1: 17
and3_1: 15
buf_4: 219
bufinv_16: 24
clkbuf_1: 50
clkbuf_16: 230
clkdlybuf4s50_1: 19
clkinv_1: 56
clkinv_2: 32
edfxtp_1: 2052
mux2_1: 46
mux2_2: 2016
mux2i_1: 376
mux4_2: 340
nand2_1: 380
nand2_2: 44
nand3_1: 92
nor2_1: 172
nor2_2: 42
nor3_1: 65
nor4_1: 16
o21ai_0: 38
o221ai_1: 167
o22ai_1: 73
## stage by stage
stage          instance area, um2  setup slack [ps]  power, W  hold slack (ps)
2_1_floorplan              106500             23020  0.003537            529.3
3_3_place_gp               109900             20320  0.003769            542.4
3_5_place_dp               109900             20290  0.003780            552.1
4_1_cts                    117000             21200  0.006305            567.0
5_1_grt                    117100             20870  0.006454            573.9
6_report                   117100             21250  0.006251            562.7
## layer usage
metal | GRT usage | vias up | share of wire
met5 | 0.002228 | - | 0.00056
met4 | 0.09267 | 18 | 0.040
met3 | 0.1351 | 526 | 0.11
met2 | 0.4544 | 2275 | 0.47
met1 | 0.4705 | 32622 | 0.38
li1 | - | 27146 | -
No activity file was given, so power comes from the tool's default toggle rates.
