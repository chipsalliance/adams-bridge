**flow/constraint.sdc**
```tcl
current_design sib_mem

set clk_period 2.3
set clk_io_pct 0.2

create_clock -name clk0 -period $clk_period [get_ports {clk_i}]

set non_clock_inputs [all_inputs -no_clocks]
set_input_delay [expr $clk_period * $clk_io_pct] -clock clk0 $non_clock_inputs
set_output_delay [expr $clk_period * $clk_io_pct] -clock clk0 [all_outputs]
```
**flow/design.v**
```verilog
package abr_ahb_defines_pkg;
  parameter ABR_H_OKAY=1'b0;
  parameter ABR_H_ERROR=1'b1;
endpackage
package abr_prim_pkg;
  typedef enum logic [31:0] {
    ImplGeneric,
    ImplXilinx,
    ImplBadbit
  } impl_e;
endpackage : abr_prim_pkg
package abr_prim_sparse_fsm_pkg;
  typedef enum logic {Idle, Done} state_t;
endpackage : abr_prim_sparse_fsm_pkg
package abr_prim_subreg_pkg;
  typedef enum logic [2:0] {
    SwAccessRW  = 3'd0,  
    SwAccessRO  = 3'd1,  
    SwAccessWO  = 3'd2,  
    SwAccessW1C = 3'd3,  
    SwAccessW1S = 3'd4,  
    SwAccessW0C = 3'd5,  
    SwAccessRC  = 3'd6   
  } sw_access_e;
endpackage
package compress_defines_pkg;
    typedef enum logic {CMP_RD_IDLE, CMP_RD_MEM} cmp_read_state_e;
    typedef enum logic {CMP_WR_IDLE, CMP_WR_MEM} cmp_write_state_e;
    localparam compress1 = 'h0,
               compress5 = 'h1,
               compress11 = 'h2,
               compress12 = 'h3;
    typedef logic [1:0] compress_mode_t;
endpackage
package decompose_defines_pkg;
    typedef enum logic {DCMP_RD_IDLE, DCMP_RD_MEM} dcmp_read_state_e;
    typedef enum logic {DCMP_WR_IDLE, DCMP_WR_MEM} dcmp_write_state_e;
    localparam sign_op = 'h0,
               verify_op = 'h1;
    typedef logic dcmp_mode_t;
endpackage
package decompress_defines_pkg;
    typedef enum logic {DCMP_RD_IDLE, DCMP_RD_MEM} decomp_read_state_e;
    typedef enum logic {DCMP_WR_IDLE, DCMP_WR_MEM} decomp_write_state_e;
    localparam DECOMPRESS1 = 'h0,
               DECOMPRESS5 = 'h1,
               DECOMPRESS11 = 'h2,
               DECOMPRESS12 = 'h3;
    typedef logic [1:0] decompress_mode_t;
endpackage
package makehint_defines_pkg;
    typedef enum logic [2:0] {MH_IDLE, MH_RD_MEM, MH_WAIT, MH_FLUSH_SBUF, MH_RD_IBUF_LOW, MH_RD_IBUF_HIGH, MH_RD_IBUF_MID} mh_read_state_e;
endpackage
package norm_check_defines_pkg;
    parameter z_bound = 2'h0, r0_bound = 2'h1, ct0_bound = 2'h2;
    typedef logic [1:0] chk_norm_mode_t;
    typedef enum logic [1:0] {CHK_IDLE, CHK_RD_MEM, CHK_WAIT, CHK_DONE} chk_read_state_e;
endpackage
package power2round_defines_pkg;
    typedef enum logic [1:0] {T_RD_IDLE, T_RD_MEM, T_RD_DONE} power2round_read_state_type;
    typedef enum logic [1:0] {SK_WR_IDLE, SK_WR_WAIT, SK_WR_MEM, SK_WR_DONE} power2round_sk_write_state_type;
    typedef enum logic [1:0] {PK_WR_IDLE, PK_WR_API, PK_WR_DONE} power2round_pk_write_state_type;
endpackage
package sib_pkg;
  typedef enum logic [1:0] {
    SIB_IDLE         = 2'b00,
    SIB_SIGN_BUFFER  = 2'b01,
    SIB_ACTIVE       = 2'b10,
    SIB_DONE         = 2'b11
} sib_fsm_state_e;
endpackage
package sigdecode_h_defines_pkg;
    typedef enum logic [1:0] {SDH_RD_IDLE, SDH_RD_HINTSUM, SDH_RD_INIT, SDH_RD_EXEC} sdh_read_state_e;
    typedef enum logic [1:0] {SDH_WR_IDLE, SDH_WR_INIT, SDH_WR_MEM} sdh_write_state_e;
endpackage
package skdecode_defines_pkg;
    typedef enum logic [2:0] {SKDEC_RD_IDLE, SKDEC_RD_S1, SKDEC_RD_S2, SKDEC_RD_T0} skdec_read_state_e;
    typedef enum logic [2:0] {SKDEC_WR_IDLE, SKDEC_WR_STAGE, SKDEC_WR_S1, SKDEC_WR_S2, SKDEC_WR_T0} skdec_write_state_e;
endpackage
module sib_mem #(
     parameter DEPTH      = 64
    ,parameter NUM_PORTS  = 1
    ,parameter DATA_WIDTH = 32
    ,parameter ADDR_WIDTH = $clog2(DEPTH)
    )
    (
    input  logic                                 clk_i,
    input  logic                                 rst_b,
    input  logic                                 zeroize,
    input  logic [NUM_PORTS-1:0]                 cs_i,
    input  logic [NUM_PORTS-1:0]                 we_i,
    input  logic [NUM_PORTS-1:0][ADDR_WIDTH-1:0] addr_i,
    input  logic [NUM_PORTS-1:0][DATA_WIDTH-1:0] wdata_i,
    output logic [NUM_PORTS-1:0][DATA_WIDTH-1:0] rdata_o
    );
    logic [DEPTH-1:0][DATA_WIDTH-1:0] mem;
    always @(posedge clk_i or negedge rst_b) begin
        if (!rst_b) begin
            mem <= '0;
        end
        else if (zeroize) begin
            mem <= '0;
        end else begin
            for (int port = 0; port < NUM_PORTS; port++) begin
                if (cs_i[port] & we_i[port]) begin
                        mem[addr_i[port]] <= wdata_i[port];
                end
            end
        end
    end
    always @(posedge clk_i or negedge rst_b) begin
        if (!rst_b) begin
            rdata_o <= '0;
        end
        else if (zeroize) begin
            rdata_o <= '0;
        end else begin
            for (int port = 0; port < NUM_PORTS; port++) begin
                if (cs_i[port] & ~we_i[port]) begin
                    rdata_o[port] <= mem[addr_i[port]];
                end
            end 
        end
    end
endmodule
```
**flow/config.mk**
```make
export PLATFORM = sky130hd
export DESIGN_NAME = sib_mem
export DESIGN_NICKNAME = sib_mem
export VERILOG_FILES = /design/flow/design.v
export SDC_FILE = /design/flow/constraint.sdc
export NUM_CORES = 4
export LEC_CHECK = 1
export CORE_UTILIZATION = 40
```
**flow/run.sh**
```bash
#!/bin/bash
# OpenROAD 26Q1-2900-gdf79404cd8, Yosys 0.63+post, stock flow scripts
make -C /OpenROAD-flow-scripts/flow DESIGN_CONFIG=/design/flow/config.mk WORK_HOME=/design/flow/orfs finish
```
==> summary.txt <==
Item: results of the latest flow run.

- The finished layout reports a core utilization of a little under 50%.
- The length of the first detailed-routing pass in iterations is 6.
- The delay contributed by the slowest stage of the critical path is 0.61 ns.
- The worst hold margin is approximately 0.12 ns.
- The number of global-route vias before repair is 68000.
- The analysis attributes to cell leakage a power of 50.2 nW.
- The number of enable-type register cells in the synthesized netlist is 0.
- CTS added clock buffers totalling roughly 210.
- Per the synthesis report, the number of distinct cell types is 72.
- The remaining global-route overflow is 0.
- The type of destination of the critical path is a flop.
- Post-synthesis, Yosys gives the total cell area as 91100 um2.
- The number of DRC markers in iteration 0 is 4667.
- The total track usage is 30.4%.
- The largest driver fanout on the critical path is 2.
- The clock net in this run drives a total of ~2100 sinks.
- After synthesis, the mean cell area works out to 14.3 um2.
- The total power draw is around 80 mW.
- Based on the critical path, the design can be clocked at up to 432 MHz.
- The total area inside the core boundary comes to 226000 um2.
- Dividing the detail-routed via count by the number of cells gives approximately 6.5.
- The run finished, with violations left.
- The number of levels in the clock H-tree is 4.
- Warnings reported by Yosys during synthesis add up to 1.
- The number of maximum-capacitance violations recorded for the run is 0.
- In the placement report, post-DP HPWL is listed as 204000 um.
- The number of antenna violations at the first check in global routing is 11.
- The maximum buffer depth of the clock tree is 3.
- The checks that failed: setup timing.
- The worst max-slew margin expressed relative to the limit is between 30% and 40%.
- The portion of synthesized area spent on multiplexers is 13.7%.
- Per the final timing report, the hold violations number 0.
- The most common logic cells in the final layout are dfrtp_1 (2059), a22o_1 (2009), buf_4 (557), mux4_2 (480), buf_12 (303).
- The element type at the critical path start is a flop.
- The commonest register cell after synthesis is dfrtp_1.
- The data required time at the worst endpoint is 3.04 ns.
- The post-synthesis share of cell area spent on full adders, half adders and majority gates is 0.0275%.
- The maximum vdd ir drop is 0.000681 V.
- Per the post-CTS timing run, clock transition at the registers of the reported paths is about 0.06 ns.
- The count of port buffers added during placement is 74.
- The category of the critical setup timing path is reg -> reg.
- Compared with the post-synthesis result, the final layout area differs by 21.4%.
- The die covers 230000 um2.
- The detailed-route wire length is 325000 um.
- The buffering stage count on the worst path with inverters included is 1.
- The async set-reset flop share out of synthesis is 100%.
- The final clock period utilization by the worst path is 101%.
- The routability congestion estimate from global placement is 1.01.
- CTS placed an instance of clkbuf_16 at the clock tree root.
- The minimum setup slack in the final design is -0.0127 ns.
- The count of nets left with antenna violations once routing finished came out at 0.
- The boundary pin count is 75.
- The synthesized design contains approximately 2100 register bits.
- Traced cell by cell, the critical path runs through mux4_2, a221oi_1, buf_4, o21ai_0, a221o_1.
- The chip width is 479 um.
- For the final routed database, the setup TNS stands at -0.0127 ns.
- The wire length of the first global-routing pass is 483000 um.
- Counting every instance in the synthesized netlist gives 6382.
- The most numerous logic cell after layout is dfrtp_1.
- For this run, design rule violations remaining after detail routing come to 0.
- The worst-margin pin slew is about 0.94 ns.
- Counting I/O delays and the setup requirement, the final critical path takes 2.31 ns.
- The die extent in y is 479 um.
- The total number of placement rows is 174.
- Entering global routing, the biggest net connects 129 pins.
- The floorplan-stage core utilization is 40.4%.
- The worst path arrival time is roughly 3.1 ns.
- Before any placement, the netlist area is recorded as 91100 um2.
- The fraction of synthesized cell area in xor and xnor cells is less than 1%.
- Counting pins that exceed their max-slew limit in the final report gives 0.
- Per STA, the worst path accumulates the most delay in the family AND-OR/OR-AND gates.
- The report lists the power per cell area as 722 nW/um2.
- From the final report, the count of setup violators was given as 1.
- The TritonCTS clock tree is yes.
- The fraction of layout cells with a size suffix above 1 is 28.5%.
- Setup repair after global routing left no endpoint under its margin.
- The total via count in the routed design is 64200.
- The share of the Yosys chip area taken by registers is 57.1%.
- Of the total synthesized cell area, the portion taken by AND, OR, NAND and NOR gates is 1.87%.
- The final setup skew is 0.0281 ns.
- The later pin in the worst-skew pair is clocked with a latency of 0.88 ns.
- The number of OpenROAD warnings is 36.
- The cell count in the Yosys report is 6382.
- The area share of and-or/or-and cells after synthesis is 23.2%.
- For reference, the top logic cell family by area is AND-OR/OR-AND gates.
- The worst min-delay path class is in -> reg.
- The critical path's slowest stage uses the library cell a221oi_1.
- The average wire per cell in the routed design is roughly 33 um.
state kept, by name (all words and copies together), names as in the netlist:
name / cells
rdata_o: 32
mem: 2048
area by class of cell:
class / instances / area [um2]
flip-flops and latches: 2080 / 52100
well taps: 2992 / 3740
multi-input cells: 3444 / 36600
repair buffers: 917 / 10800
diodes: 7 / 17.5
clock buffers: 328 / 6400
fillers: 18500 / 115000
clock inverters: 61 / 932
inverters: 8 / 45.0
worst reg2reg max path, stage by stage, from the launching register on:
cell,delay [ns]
dfrtp_1,0.40
mux4_2,0.48
a221oi_1,0.61
buf_4,0.25
o21ai_0,0.12
a221o_1,0.32
routing by layer:
layer	wire [um]	track usage [%]	vias to the layer above
met3	48800	18.3	641
met5	633	1.64	-
met4	15400	11.4	24
met2	138000	40.4	3574
li1	-	-	26100
met1	123000	41.9	33800
final timing paths:
| kind | slack [ns] | endpoint | startpoint | depth (start not counted) |
|---|---|---|---|---|
| max | -0.01 | rdata_o[0] | mem[960] | 5 |
| max reg2reg | -0.01 | rdata_o[0] | mem[960] | 5 |
| min in group asynchronous | 0.51 | mem[1244] | rst_b | 4 |
| min | 0.12 | mem[1023] | wdata_i[31] | 2 |
| max in group asynchronous | 0.84 | mem[1369] | rst_b | 6 |
| min reg2reg | 0.49 | mem[963] | mem[963] | 1 |
synth_stat cells, types with 27 or more instances:
master | number | area share (%)
a221oi_1 | 43 | 0.41
mux2_2 | 39 | 0.48
o221ai_1 | 37 | 0.36
a22oi_1 | 27 | 0.22
clkbuf_1 | 589 | 2.4
dfrtp_1 | 2080 | 57
a21oi_1 | 77 | 0.42
buf_1 | 55 | 0.23
a22o_1 | 2010 | 19
a41oi_1 | 27 | 0.26
nand2_1 | 113 | 0.47
o22ai_1 | 28 | 0.19
mux4_2 | 480 | 12
mux2i_1 | 117 | 1.3
nand3_1 | 31 | 0.17
buf_2 | 126 | 0.69
buf_4 | 80 | 0.66
o21ai_0 | 57 | 0.31
o311a_1 | 31 | 0.34
nor2_1 | 47 | 0.19
power breakdown:
group          switching [mW]  internal [mW]  leakage, nW
sequential              0.123           36.7         29.0
clock                    15.1           21.0         3.61
combinational            4.66           2.16         17.6
total                    19.9           59.9         50.2
logic make-up after synthesis:
group	after synthesis
AOI/OAI and AO/OA	2481
xor gates and xnor gates	5
adders and majority gates	2
buffers and inverters	858
DFF	2080
muxes	637
and+or+nand+nor	319
what timing repair did:
item | CTS | global route
hold buffers | 7 | 0
endpoints found under the hold margin | 447 | 0
resized | 40 | 16
endpoints found under the setup margin | 1116 | 327
cloned | 0 | 0
buffers inserted | 6 | 3
through the flow:
stage / area, um2 / setup slack [ns] / cells
5_1_grt: 111000 / 0.000506 / 9834
6_report: 111000 / -0.0127 / 9837
4_1_cts: 111000 / 0.00779 / 9827
3_5_place_dp: 103000 / -1.14 / 9425
2_1_floorplan: 91600 / -0.463 / 6382
3_3_place_gp: 103000 / -1.17 / 9425
Power figures rest on the tool's default switching activity, not on a simulated workload.
