==> flow/design.v <==
package abr_ahb_defines_pkg;
  parameter ABR_H_OKAY=1'b0;
  parameter ABR_H_ERROR=1'b1;
endpackage
package abr_prim_pkg;
  typedef enum logic [31:0] {
    ImplGeneric,
    ImplXilinx,
    ImplBadbit
  } impl_e;
endpackage : abr_prim_pkg
package abr_prim_sparse_fsm_pkg;
  typedef enum logic {Idle, Done} state_t;
endpackage : abr_prim_sparse_fsm_pkg
package abr_prim_subreg_pkg;
  typedef enum logic [2:0] {
    SwAccessRW  = 3'd0,  
    SwAccessRO  = 3'd1,  
    SwAccessWO  = 3'd2,  
    SwAccessW1C = 3'd3,  
    SwAccessW1S = 3'd4,  
    SwAccessW0C = 3'd5,  
    SwAccessRC  = 3'd6   
  } sw_access_e;
endpackage
package compress_defines_pkg;
    typedef enum logic {CMP_RD_IDLE, CMP_RD_MEM} cmp_read_state_e;
    typedef enum logic {CMP_WR_IDLE, CMP_WR_MEM} cmp_write_state_e;
    localparam compress1 = 'h0,
               compress5 = 'h1,
               compress11 = 'h2,
               compress12 = 'h3;
    typedef logic [1:0] compress_mode_t;
endpackage
package decompose_defines_pkg;
    typedef enum logic {DCMP_RD_IDLE, DCMP_RD_MEM} dcmp_read_state_e;
    typedef enum logic {DCMP_WR_IDLE, DCMP_WR_MEM} dcmp_write_state_e;
    localparam sign_op = 'h0,
               verify_op = 'h1;
    typedef logic dcmp_mode_t;
endpackage
package decompress_defines_pkg;
    typedef enum logic {DCMP_RD_IDLE, DCMP_RD_MEM} decomp_read_state_e;
    typedef enum logic {DCMP_WR_IDLE, DCMP_WR_MEM} decomp_write_state_e;
    localparam DECOMPRESS1 = 'h0,
               DECOMPRESS5 = 'h1,
               DECOMPRESS11 = 'h2,
               DECOMPRESS12 = 'h3;
    typedef logic [1:0] decompress_mode_t;
endpackage
package makehint_defines_pkg;
    typedef enum logic [2:0] {MH_IDLE, MH_RD_MEM, MH_WAIT, MH_FLUSH_SBUF, MH_RD_IBUF_LOW, MH_RD_IBUF_HIGH, MH_RD_IBUF_MID} mh_read_state_e;
endpackage
package norm_check_defines_pkg;
    parameter z_bound = 2'h0, r0_bound = 2'h1, ct0_bound = 2'h2;
    typedef logic [1:0] chk_norm_mode_t;
    typedef enum logic [1:0] {CHK_IDLE, CHK_RD_MEM, CHK_WAIT, CHK_DONE} chk_read_state_e;
endpackage
package power2round_defines_pkg;
    typedef enum logic [1:0] {T_RD_IDLE, T_RD_MEM, T_RD_DONE} power2round_read_state_type;
    typedef enum logic [1:0] {SK_WR_IDLE, SK_WR_WAIT, SK_WR_MEM, SK_WR_DONE} power2round_sk_write_state_type;
    typedef enum logic [1:0] {PK_WR_IDLE, PK_WR_API, PK_WR_DONE} power2round_pk_write_state_type;
endpackage
package sib_pkg;
  typedef enum logic [1:0] {
    SIB_IDLE         = 2'b00,
    SIB_SIGN_BUFFER  = 2'b01,
    SIB_ACTIVE       = 2'b10,
    SIB_DONE         = 2'b11
} sib_fsm_state_e;
endpackage
package sigdecode_h_defines_pkg;
    typedef enum logic [1:0] {SDH_RD_IDLE, SDH_RD_HINTSUM, SDH_RD_INIT, SDH_RD_EXEC} sdh_read_state_e;
    typedef enum logic [1:0] {SDH_WR_IDLE, SDH_WR_INIT, SDH_WR_MEM} sdh_write_state_e;
endpackage
package skdecode_defines_pkg;
    typedef enum logic [2:0] {SKDEC_RD_IDLE, SKDEC_RD_S1, SKDEC_RD_S2, SKDEC_RD_T0} skdec_read_state_e;
    typedef enum logic [2:0] {SKDEC_WR_IDLE, SKDEC_WR_STAGE, SKDEC_WR_S1, SKDEC_WR_S2, SKDEC_WR_T0} skdec_write_state_e;
endpackage
module abr_1r1w_ram #(
     parameter DEPTH      = 64
    ,parameter DATA_WIDTH = 32
    ,parameter ADDR_WIDTH = $clog2(DEPTH)
    )
    (
    input  logic                       clk_i,
    input  logic                       we_i,
    input  logic [ADDR_WIDTH-1:0]      waddr_i,
    input  logic [DATA_WIDTH-1:0]      wdata_i,
    input  logic                       re_i,
    input  logic [ADDR_WIDTH-1:0]      raddr_i,
    output logic [DATA_WIDTH-1:0]      rdata_o
    );
    logic [DEPTH-1:0][DATA_WIDTH-1:0] ram;
    always @(posedge clk_i) begin
        if (we_i) begin
            ram[waddr_i] <= wdata_i;
        end
    end
    always @(posedge clk_i) begin
        if (re_i) begin
            rdata_o <= ram[raddr_i];
        end else begin
            rdata_o <= '0;
        end
    end
endmodule
==> flow/run.sh <==
#!/bin/bash
# OpenROAD 26Q1-2900-gdf79404cd8, Yosys 0.63+post, stock flow scripts
make -C /OpenROAD-flow-scripts/flow DESIGN_CONFIG=/design/flow/config.mk WORK_HOME=/design/flow/orfs finish
==> flow/config.mk <==
export PLATFORM = sky130hd
export DESIGN_NAME = abr_1r1w_ram
export DESIGN_NICKNAME = abr_1r1w_ram
export VERILOG_FILES = /design/flow/design.v
export SDC_FILE = /design/flow/constraint.sdc
export NUM_CORES = 4
export LEC_CHECK = 1
export CORE_UTILIZATION = 40
==> flow/constraint.sdc <==
current_design abr_1r1w_ram

set clk_period 55.8
set clk_io_pct 0.2

create_clock -name clk0 -period $clk_period [get_ports {clk_i}]

set non_clock_inputs [all_inputs -no_clocks]
set_input_delay [expr $clk_period * $clk_io_pct] -clock clk0 $non_clock_inputs
set_output_delay [expr $clk_period * $clk_io_pct] -clock clk0 [all_outputs]
==> summary.txt <==
impl run done, here's what came out: outcome=finished clean, sequential cell area fraction in the yosys report=59.37%, commonest cells in the synthesized netlist=edfxtp_1, mux2_2, mux4_2, Max FO, Critical Path=65, drt wl/cell=approximately 32 um, fmax=a little over 60 MHz, Final Setup Violations=0, Yosys top cell by instances=edfxtp_1, Adder Share, Synth=less than 1%, ys async rst share=0%, core region area=259900 um2, cell taking the most area after synthesis=edfxtp_1, initial antenna violation count=11, Flop pwr share=51.0%, reg2reg start=ram[189], CTS sink cnt=2080, Ports=79, most frequent cell on the critical path=buf_4, routed vias=56540, and+or+nand+nor area frac=1.475%, post-DP HPWL=approximately 170 mm, count of tool warnings=between 40 and 50, fin crit share=between 20% and 30%, hold path cells=1, post-synthesis mux area share=35.05%, total gr overflow=0, actual slew at the worst max-slew pin=between 1 and 1.5 ns, Worst VDD drop=around 0.000028 V, RSZ-0062 raised after global routing=false, Root Driver=clkbuf_16, PnR Total Power=3689 uW, Internal=2834 uW, Critical Path Max Stage Delay=between 0.6 and 0.7 ns, Avg Vias per Cell=5.934, max cap viols=0, AO/OA Area Share=1.221%, die area=263700 um2, warning count from the yosys run=1, Slowest-stage cell, CP=buf_4, synthesized cell area=104700 um2, RePlAce Congestion=roughly 0.84, Hold EP=ram[2003], die height=about 510 um, Final Util=around 45%, post-layout minimum cycle time=16.34 ns, Clk network pwr share=39.4%, area share, top type=between 50% and 60%, FP Util=40.26%, die width=513.5 um, synthesized flop and latch total=between 2000 and 2500, htree depth=4, top cells, area=edfxtp_1, mux2_2, mux4_2, mux2i_1, mux2_1, Hold Slack=0.5518 ns, worst r2r dst=rdata_o[29], chip area in the Yosys report=104700 um2, number of DRC markers in iteration 0=3609, Setup TNS=0 ns, Post-DP Area=108900 um2, syn avg cell area=17.77 um2, Reg clk slew, reported paths=0.06 ns, Max-slew headroom=22.44%, row count=between 150 and 200, Cells after Synth=roughly 5900, HP Class=flip-flop to flip-flop, clk buf depth=3, CTS Hold Bufs=0, cell area after layout=116000 um2, DRT antenna net count=0, largest net degree at the start of global routing=~130, Resized Gates After CTS=0, Worst R2R Setup Slack=53.28 ns, Setup Fix Bufs, Post-CTS=0, Hold Fails Final Rpt=0, CP endpoint kind=flip-flop, Dominant flop cell=edfxtp_1, Switching Fraction=23.18%, max-slew violations=0, Critical Path, Cell by Cell=buf_8 -> buf_12 -> buf_4 -> buf_4 -> buf_4 -> buf_4 -> buf_4 -> mux4_2 -> mux4_2 -> a211oi_1 -> nor2_1, dominant kind of combinational cell=multiplexers, first-pass GRT wire length=435.4 mm, number of cells in Yosys stat=5889, Layout Area Growth over Synthesis=10.82%, Worst EP required=between 50 and 60 ns, routed wire length=around 300 mm, Pre-antenna DRT Iters=7, hold_sp=ram[2003], Sw Pwr=roughly 860 uW, Critical Path AT=17.04 ns, worst r2r path cells=5, Post-synth EDFFs=between 2000 and 2500, Worst setup SP type=primary input, Leak=0.03823 uW, vias in the first global route=59780, Post-route DRC=0, layout cell share with drive strength beyond 1=a little over half, Yosys cell types=about 62, CTS buffer count=~220, XOR/XNOR Area Share=0.03347%, Clock Latency Late Sink=0.86 ns, CTS tree=done, P per Cell Area=31.81 nW/um2, Logic pwr share=9.6%, Port Buf Inserts=78, GRT Total Usage=24.86%, Crit Path Class=primary input to flip-flop, clock skew=about 0.028 ns
power groups by stage:
stage     Clock (uW)  Sequential, uW  Combinational, uW
4_1_cts         1480            1880                358
6_report        1450            1880                354
5_1_grt         1540            1890                380
cell type report:
cell class                      instances  area (um2)
Fill cell                           21910      144000
Sequential cell                      2080       62140
Multi-Input combinational cell       3199       39800
Clock buffer                          303        6076
Tap cell                             3496        4374
Timing Repair Buffer                  318        2512
Clock inverter                        117        1028
Inverter                                8       33.78
Antenna cell                            8       20.02
cell families (layout without fill, tap and decap cells):
kind of cell / after synthesis / after routing
muxes: 2738 / 2738
and+or+nand+nor: 280 / 280
buffers and inverters: 610 / 746
other: 0 / 8
AOI/OAI and AO/OA: 175 / 175
xor gates and xnor gates: 4 / 4
DFF: 2080 / 2080
adders and majority gates: 2 / 2
placed cells by master (no fill, tap or decap), drive strengths merged, types with 25 or more instances in the layout:
cell type,instances
mux2,2066
edfxtp,2048
mux4,535
clkbuf,303
buf,278
mux2i,137
nand2,104
clkinv,90
nor2,75
clkdlybuf4s50,40
nand3,40
dfxtp,32
a22oi,25
stage by stage:
stage,setup WS (ns),std cells
floorplan,42.16,5889
global placement,38.24,9101
detailed placement,38.17,9101
CTS,39.12,9521
global route,38.90,9524
finish,39.46,9529
routing by layer:
| metal | GRT usage, % | share of wire, % | wire length, um |
|---|---|---|---|
| met5 | 0.7489 | 0.11 | 324 |
| met4 | 6.057 | 3.1 | 9332 |
| met3 | 16.10 | 15 | 44700 |
| met2 | 35.14 | 45 | 136500 |
| met1 | 33.39 | 36 | 109500 |
worst max path at each step:
| stage | from | to | slack (ns) | cells after the start |
|---|---|---|---|---|
| global route | raddr_i[0] | rdata_o[5] | 38.90 | 11 |
| finish | raddr_i[0] | rdata_o[5] | 39.46 | 11 |
| CTS | raddr_i[0] | rdata_o[5] | 39.12 | 11 |
flip-flops by register name (all words and copies together) (netlist names):
register	count
rdata_o	32
ram	2048
worst max-delay path: cells and delay by family:
family	cells	cell delay [ns]
simple gates	1	0.14
buf+inv	7	3.88
mux	2	1.04
compound gates	1	0.64
Power is estimated from default activity; no workload was simulated.
