<file path="./config.mk">
export PLATFORM = sky130hd
export DESIGN_NAME = abr_sample_buffer
export DESIGN_NICKNAME = abr_sample_buffer
export VERILOG_FILES = /design/flow/design.v
export SDC_FILE = /design/flow/constraint.sdc
export NUM_CORES = 4
export LEC_CHECK = 1
export CORE_UTILIZATION = 40
</file>
<file path="./constraint.sdc">
current_design abr_sample_buffer

set clk_period 46.8
set clk_io_pct 0.2

create_clock -name clk0 -period $clk_period [get_ports {clk}]

set non_clock_inputs [all_inputs -no_clocks]
set_input_delay [expr $clk_period * $clk_io_pct] -clock clk0 $non_clock_inputs
set_output_delay [expr $clk_period * $clk_io_pct] -clock clk0 [all_outputs]
</file>
<file path="./design.v">
package abr_ahb_defines_pkg;
  parameter ABR_H_OKAY=1'b0;
  parameter ABR_H_ERROR=1'b1;
endpackage
package abr_prim_pkg;
  typedef enum logic [31:0] {
    ImplGeneric,
    ImplXilinx,
    ImplBadbit
  } impl_e;
endpackage : abr_prim_pkg
package abr_prim_sparse_fsm_pkg;
  typedef enum logic {Idle, Done} state_t;
endpackage : abr_prim_sparse_fsm_pkg
package abr_prim_subreg_pkg;
  typedef enum logic [2:0] {
    SwAccessRW  = 3'd0,  
    SwAccessRO  = 3'd1,  
    SwAccessWO  = 3'd2,  
    SwAccessW1C = 3'd3,  
    SwAccessW1S = 3'd4,  
    SwAccessW0C = 3'd5,  
    SwAccessRC  = 3'd6   
  } sw_access_e;
endpackage
package compress_defines_pkg;
    typedef enum logic {CMP_RD_IDLE, CMP_RD_MEM} cmp_read_state_e;
    typedef enum logic {CMP_WR_IDLE, CMP_WR_MEM} cmp_write_state_e;
    localparam compress1 = 'h0,
               compress5 = 'h1,
               compress11 = 'h2,
               compress12 = 'h3;
    typedef logic [1:0] compress_mode_t;
endpackage
package decompose_defines_pkg;
    typedef enum logic {DCMP_RD_IDLE, DCMP_RD_MEM} dcmp_read_state_e;
    typedef enum logic {DCMP_WR_IDLE, DCMP_WR_MEM} dcmp_write_state_e;
    localparam sign_op = 'h0,
               verify_op = 'h1;
    typedef logic dcmp_mode_t;
endpackage
package decompress_defines_pkg;
    typedef enum logic {DCMP_RD_IDLE, DCMP_RD_MEM} decomp_read_state_e;
    typedef enum logic {DCMP_WR_IDLE, DCMP_WR_MEM} decomp_write_state_e;
    localparam DECOMPRESS1 = 'h0,
               DECOMPRESS5 = 'h1,
               DECOMPRESS11 = 'h2,
               DECOMPRESS12 = 'h3;
    typedef logic [1:0] decompress_mode_t;
endpackage
package makehint_defines_pkg;
    typedef enum logic [2:0] {MH_IDLE, MH_RD_MEM, MH_WAIT, MH_FLUSH_SBUF, MH_RD_IBUF_LOW, MH_RD_IBUF_HIGH, MH_RD_IBUF_MID} mh_read_state_e;
endpackage
package norm_check_defines_pkg;
    parameter z_bound = 2'h0, r0_bound = 2'h1, ct0_bound = 2'h2;
    typedef logic [1:0] chk_norm_mode_t;
    typedef enum logic [1:0] {CHK_IDLE, CHK_RD_MEM, CHK_WAIT, CHK_DONE} chk_read_state_e;
endpackage
package power2round_defines_pkg;
    typedef enum logic [1:0] {T_RD_IDLE, T_RD_MEM, T_RD_DONE} power2round_read_state_type;
    typedef enum logic [1:0] {SK_WR_IDLE, SK_WR_WAIT, SK_WR_MEM, SK_WR_DONE} power2round_sk_write_state_type;
    typedef enum logic [1:0] {PK_WR_IDLE, PK_WR_API, PK_WR_DONE} power2round_pk_write_state_type;
endpackage
package sib_pkg;
  typedef enum logic [1:0] {
    SIB_IDLE         = 2'b00,
    SIB_SIGN_BUFFER  = 2'b01,
    SIB_ACTIVE       = 2'b10,
    SIB_DONE         = 2'b11
} sib_fsm_state_e;
endpackage
package sigdecode_h_defines_pkg;
    typedef enum logic [1:0] {SDH_RD_IDLE, SDH_RD_HINTSUM, SDH_RD_INIT, SDH_RD_EXEC} sdh_read_state_e;
    typedef enum logic [1:0] {SDH_WR_IDLE, SDH_WR_INIT, SDH_WR_MEM} sdh_write_state_e;
endpackage
package skdecode_defines_pkg;
    typedef enum logic [2:0] {SKDEC_RD_IDLE, SKDEC_RD_S1, SKDEC_RD_S2, SKDEC_RD_T0} skdec_read_state_e;
    typedef enum logic [2:0] {SKDEC_WR_IDLE, SKDEC_WR_STAGE, SKDEC_WR_S1, SKDEC_WR_S2, SKDEC_WR_T0} skdec_write_state_e;
endpackage
module abr_sample_buffer
  #(
   parameter NUM_WR = 5
  ,parameter NUM_RD  = 4
  ,parameter BUFFER_DATA_W = 32
  ,localparam BUFFER_DEPTH = (NUM_WR + NUM_RD)
  ,localparam BUF_W = BUFFER_DEPTH*BUFFER_DATA_W
  )
  (
  input logic clk,
  input logic rst_b,
  input logic zeroize,
  input  logic [NUM_WR-1:0]                    data_valid_i,
  input  logic [NUM_WR-1:0][BUFFER_DATA_W-1:0] data_i,
  output logic                                 buffer_full_o,
  output logic                                 data_valid_o,
  output logic [NUM_RD-1:0][BUFFER_DATA_W-1:0] data_o
  );
  logic buffer_rd, buffer_wr;
  logic update_buffer;
  logic [BUFFER_DEPTH-1:0][BUFFER_DATA_W-1:0] buffer_wr_data, buffer_wr_data_shift;
  logic [BUFFER_DEPTH-1:0] buffer_wr_valid, buffer_wr_valid_shift;
  logic [BUFFER_DEPTH-1:0] buffer_valid, buffer_valid_d, buffer_valid_shift;
  logic [BUFFER_DEPTH-1:0][BUFFER_DATA_W-1:0] buffer, buffer_d, buffer_shift;
  logic [$clog2(BUFFER_DEPTH):0] num_valid;
  generate
    if (NUM_WR == NUM_RD)  always_comb buffer_full_o = '0;
    else                   always_comb buffer_full_o = buffer_valid[(BUFFER_DEPTH-(NUM_WR-NUM_RD))];
  endgenerate
  always_comb buffer_rd = buffer_valid[NUM_RD-1]; 
  always_comb buffer_wr = (|data_valid_i) & ~buffer_full_o;
  always_comb update_buffer = buffer_rd | buffer_wr;
  always_comb begin
    num_valid = '0;
    for (int i = 0; i < BUFFER_DEPTH; i++) begin
      if (buffer_valid[i] == 1'b1) num_valid += 1'b1;
    end
  end
  logic [$clog2(BUFFER_DEPTH)-1:0] sample_wr_ptr;
  always_comb begin
    sample_wr_ptr = '0;
    buffer_wr_data = '0;
    buffer_wr_valid = '0;
    for (int sample = 0; sample < NUM_WR; sample++) begin
      if (data_valid_i[sample]) begin
        buffer_wr_data[sample_wr_ptr] = data_i[sample][BUFFER_DATA_W-1:0];
        buffer_wr_valid[sample_wr_ptr] = 1'b1;
        sample_wr_ptr += 1;
      end
    end
    buffer_wr_data_shift = buffer_rd ? buffer_wr_data << (num_valid - NUM_RD)*BUFFER_DATA_W : 
                                       buffer_wr_data << (num_valid)*BUFFER_DATA_W;
    buffer_wr_valid_shift = buffer_wr ?
                            (buffer_rd ? buffer_wr_valid << (num_valid - NUM_RD) :
                                         buffer_wr_valid << (num_valid)) : '0;
  end
  always_comb begin
    buffer_shift = buffer_rd ? BUF_W'(buffer >> (NUM_RD*BUFFER_DATA_W)) : buffer;
    buffer_valid_shift = buffer_rd ? BUFFER_DEPTH'(buffer_valid >> NUM_RD) : buffer_valid;
    buffer_d = buffer_shift | buffer_wr_data_shift;
    buffer_valid_d = buffer_valid_shift | buffer_wr_valid_shift;
  end
  always_ff @(posedge clk or negedge rst_b) begin
    if (!rst_b) begin
      buffer <= '0;
      buffer_valid <= '0;
    end else if (zeroize) begin
      buffer <= '0;
      buffer_valid <= '0;
    end else if (update_buffer) begin
      buffer <= buffer_d;
      buffer_valid <= buffer_valid_d;
    end 
  end
  always_comb data_valid_o = buffer_rd & ~zeroize;
  always_comb data_o = buffer[NUM_RD-1:0];
endmodule
</file>
<file path="./run.sh">
#!/bin/bash
# OpenROAD 26Q1-2900-gdf79404cd8, Yosys 0.63+post, stock flow scripts
make -C /OpenROAD-flow-scripts/flow DESIGN_CONFIG=/design/flow/config.mk WORK_HOME=/design/flow/orfs finish
</file>
==> flow_metrics.tcl <==
# place-and-route summary
set metrics [dict create \
    avgViaCountPerCell 6.73 \
    drc 0 \
    clock_skew_ns 0.0195 \
    top_area_cell "dfrtp_1" \
    hold_path.class "reg -> reg" \
    diodes 0 \
    cp.arrival_ns 10.30 \
    seq_area_frac_synth_pct 26.0 \
    drv_slew 0 \
    hold_buffers 0 \
    final_min_period_over_clock_period_pct 42.0 \
    endpoint_kind "output pin" \
    fill_cells 7044 \
    worstPathRequired_ns 37.44 \
    async_flop_share_pct 100 \
    cts-root-buf "clkbuf_16" \
    die_h_um 270 \
    drive_gt1_share_pct 7.67 \
    fin_util_pct 46.0 \
    ys_top_logic_family "AND-OR/OR-AND gates" \
    worstSetupStartpointType "input port" \
    dpl.hpwl_um 96500 \
    fin_crit_ns 19.66 \
    cts_max_path_buffers 3 \
    routed-via-count 31400 \
    wl_met2_um 54100 \
    status "complete, no violations" \
    hold_depth 2 \
    top_area_share_pct 26.0 \
    ys_sh_xor_pct 1.22 \
    top_level_ports 298 \
    antenna_found_initial 2 \
    syn-cell-area_sq_um 28600 \
    wire_per_inst_um 29.8 \
    hold-path-endpoint "buffer[272]" \
    chipWidth_um 270 \
    ys_sh_mux_pct 8.98 \
    path_clk_slew_ns 0.06 \
    logic_area_sq_um 18400 \
    grt_usage_pct 38.3 \
    cts_resized 0 \
    maxCapViolCount 0 \
    cts_tree "yes" \
    grt_pass1_wl_um 201000 \
    wirelength_um 139000 \
    yosys.area_share.simple_pct 16.6 \
    fin_setup_tns_ns 0 \
    top_cells_by_area "dfrtp_1 (26%), mux2i_1 (6.9%), nand2_1 (5.1%)" \
    ant_nets 0 \
    dp.cells 4604 \
    rsz0062_at_grt "false" \
    top_layer_used "met5" \
    core-area_sq_um 70400 \
    synth.distinct_cells 92 \
    cts.sinks 297 \
    synth_top_flop_cell "dfrtp_1" \
    synth_cells 3810 \
    fa_ha_area_share_pct 0.988 \
    yosys_cells 3810 \
    reg2reg_to "buffer[39]" \
    max_slew_margin_pct 23.3 \
    wl_met3_um 21200 \
    fp-row-count 97 \
    die_area_sq_um 72600 \
    slowest_stage "clkdlybuf4s50_1" \
    io_buffer_count 297 \
    aoi_share_pct 35.6 \
    gp_congestion 1.03 \
    drt-initial-drc-count 3793 \
    final_cells 4667 \
    finalSetupViolCount 0 \
    fmax_mhz 50.9 \
    path_cells "buf_6, nor2_1, clkdlybuf4s50_1" \
    area_delta_synth_final_pct 13.1 \
    reg2reg_depth 25 \
    ys_area_sq_um 28600 \
    warnings 35 \
    finalHoldViolations 0 \
    yosysWarningCount 1 \
    min-delay-start "buffer[272]" \
    rr_startpoint "buffer_valid[0]" \
    syn_area_per_cell_sq_um 7.51 \
    worst_pin_slew_ns 1.14 \
    crit_type "in -> out" \
    first_global_vias 28500 \
    grt_max_degree 123 \
    cp_max_fo 41 \
    dr.pass1.iters 6 \
    htree_levels 2 \
    rrSetupSlack_ns 39.03 \
    fp_util_pct 40.7 \
    cpPeakStageDelay_ns 0.50 \
    postCtsSetupRepairBufs 0 \
    regArea_sq_um 7440 \
    clkLatencyLatePin_ns 0.58 \
    numSynthFlops 297 \
    grt-ovfl-total 0 \
    numCtsBuffers 36 \
    synth-edff-count 0 \
    met1_length_um 56400 \
]
[through the flow]
| step | hold WS, ns | instance area [sq um] | setup WS (ns) |
|---|---|---|---|
| after floorplan | 0.435 | 28600 | 26.95 |
| after global placement | 0.457 | 31200 | 27.13 |
| after detailed placement | 0.452 | 31200 | 27.16 |
| after CTS | 0.469 | 32400 | 27.16 |
| after global routing | 0.491 | 32400 | 27.12 |
| final | 0.468 | 32400 | 27.14 |
[state kept, by name, summed over array words and instances, names as in the netlist]
name,count
buffer,288
buffer_valid,9
[Yosys cell counts (90+ instances only)]
| cell type | number |
|---|---|
| nand2_1 | 386 |
| nor2_1 | 375 |
| clkbuf_1 | 325 |
| dfrtp_1 | 297 |
| o21ai_0 | 284 |
| a21oi_1 | 242 |
| mux2i_1 | 197 |
| a22oi_1 | 176 |
| buf_4 | 132 |
| inv_1 | 104 |
| a31oi_1 | 103 |
| a221oi_1 | 90 |
[worst max path at each step]
stage         startpoint            to  slack, ns  cells after the start
finish           zeroize  data_valid_o      27.14                      3
global route     zeroize  data_valid_o      27.12                      3
CTS              zeroize  data_valid_o      27.16                      3
[cells by family (layout without fill, tap and decap cells)]
| family | count (synthesis) | count (layout) |
|---|---|---|
| buf+inv | 661 | 578 |
| xor+xnor | 26 | 26 |
| fa+ha+maj | 22 | 22 |
| mux | 250 | 250 |
| simple gates | 1082 | 1082 |
| flops | 297 | 297 |
| compound gates | 1472 | 1472 |
[cell type report]
cell class | count | share of cell area [%]
multi-input combinational | 2852 | 56.7
sequential | 297 | 23.0
timing repair buffer | 408 | 11.8
tap | 940 | 3.63
clock buffer | 48 | 3.04
inverter | 107 | 1.24
clock inverter | 15 | 0.603
[placed cells by master, fill, tap and decap left out, types with 9 or more instances in the layout]
| cell | instances |
|---|---|
| o211ai_1 | 34 |
| o21bai_1 | 15 |
| nand3_1 | 69 |
| xnor2_1 | 12 |
| a211oi_1 | 63 |
| nand4_1 | 14 |
| a31oi_1 | 103 |
| nor4_1 | 13 |
| ha_1 | 21 |
| inv_1 | 104 |
| o31ai_1 | 40 |
| nor3_2 | 10 |
| a32o_1 | 33 |
| a311oi_1 | 40 |
| o22ai_1 | 73 |
| a221o_1 | 45 |
| a22oi_1 | 176 |
| nand2b_1 | 15 |
| and2_1 | 25 |
| o32a_1 | 9 |
| clkbuf_16 | 36 |
| mux2i_1 | 196 |
| a32oi_1 | 33 |
| dfrtp_1 | 296 |
| nor2b_1 | 39 |
| a22o_1 | 68 |
| a21oi_1 | 242 |
| o21ai_0 | 283 |
| nand2_1 | 386 |
| buf_4 | 110 |
| nor3_1 | 73 |
| o32ai_1 | 18 |
| a21o_1 | 23 |
| and3_1 | 21 |
| a221oi_1 | 90 |
| nor2_1 | 368 |
| mux2_2 | 51 |
| clkdlybuf4s50_1 | 295 |
| or3_1 | 10 |
[critical path: cells and delay by family]
family | cells | cell delay [ns]
buf+inv | 2 | 0.71
simple gates | 1 | 0.20
[metal layers]
| metal | vias to the layer above | track usage, % |
|---|---|---|
| li1 | 14000 | - |
| met1 | 15000 | 54.4 |
| met2 | 2076 | 49.9 |
| met3 | 318 | 18.5 |
| met4 | 10 | 15.1 |
| met5 | - | 1.97 |
