`design/flow/run.sh`:
```
#!/bin/bash
# OpenROAD 26Q1-2900-gdf79404cd8, Yosys 0.63+post, stock flow scripts
make -C /OpenROAD-flow-scripts/flow DESIGN_CONFIG=/design/flow/config.mk WORK_HOME=/design/flow/orfs finish
```
`design/flow/config.mk`:
```
export PLATFORM = sky130hd
export DESIGN_NAME = abr_piso
export DESIGN_NICKNAME = abr_piso
export VERILOG_FILES = /design/flow/design.v
export SDC_FILE = /design/flow/constraint.sdc
export NUM_CORES = 4
export LEC_CHECK = 1
export CORE_UTILIZATION = 50
```
`design/flow/constraint.sdc`:
```
current_design abr_piso

set clk_period 750.7
set clk_io_pct 0.2

create_clock -name clk0 -period $clk_period [get_ports {clk}]

set non_clock_inputs [all_inputs -no_clocks]
set_input_delay [expr $clk_period * $clk_io_pct] -clock clk0 $non_clock_inputs
set_output_delay [expr $clk_period * $clk_io_pct] -clock clk0 [all_outputs]
```
`design/flow/design.v`:
```
package abr_ahb_defines_pkg;
  parameter ABR_H_OKAY=1'b0;
  parameter ABR_H_ERROR=1'b1;
endpackage
package abr_prim_pkg;
  typedef enum logic [31:0] {
    ImplGeneric,
    ImplXilinx,
    ImplBadbit
  } impl_e;
endpackage : abr_prim_pkg
package abr_prim_sparse_fsm_pkg;
  typedef enum logic {Idle, Done} state_t;
endpackage : abr_prim_sparse_fsm_pkg
package abr_prim_subreg_pkg;
  typedef enum logic [2:0] {
    SwAccessRW  = 3'd0,  
    SwAccessRO  = 3'd1,  
    SwAccessWO  = 3'd2,  
    SwAccessW1C = 3'd3,  
    SwAccessW1S = 3'd4,  
    SwAccessW0C = 3'd5,  
    SwAccessRC  = 3'd6   
  } sw_access_e;
endpackage
package compress_defines_pkg;
    typedef enum logic {CMP_RD_IDLE, CMP_RD_MEM} cmp_read_state_e;
    typedef enum logic {CMP_WR_IDLE, CMP_WR_MEM} cmp_write_state_e;
    localparam compress1 = 'h0,
               compress5 = 'h1,
               compress11 = 'h2,
               compress12 = 'h3;
    typedef logic [1:0] compress_mode_t;
endpackage
package decompose_defines_pkg;
    typedef enum logic {DCMP_RD_IDLE, DCMP_RD_MEM} dcmp_read_state_e;
    typedef enum logic {DCMP_WR_IDLE, DCMP_WR_MEM} dcmp_write_state_e;
    localparam sign_op = 'h0,
               verify_op = 'h1;
    typedef logic dcmp_mode_t;
endpackage
package decompress_defines_pkg;
    typedef enum logic {DCMP_RD_IDLE, DCMP_RD_MEM} decomp_read_state_e;
    typedef enum logic {DCMP_WR_IDLE, DCMP_WR_MEM} decomp_write_state_e;
    localparam DECOMPRESS1 = 'h0,
               DECOMPRESS5 = 'h1,
               DECOMPRESS11 = 'h2,
               DECOMPRESS12 = 'h3;
    typedef logic [1:0] decompress_mode_t;
endpackage
package makehint_defines_pkg;
    typedef enum logic [2:0] {MH_IDLE, MH_RD_MEM, MH_WAIT, MH_FLUSH_SBUF, MH_RD_IBUF_LOW, MH_RD_IBUF_HIGH, MH_RD_IBUF_MID} mh_read_state_e;
endpackage
package norm_check_defines_pkg;
    parameter z_bound = 2'h0, r0_bound = 2'h1, ct0_bound = 2'h2;
    typedef logic [1:0] chk_norm_mode_t;
    typedef enum logic [1:0] {CHK_IDLE, CHK_RD_MEM, CHK_WAIT, CHK_DONE} chk_read_state_e;
endpackage
package power2round_defines_pkg;
    typedef enum logic [1:0] {T_RD_IDLE, T_RD_MEM, T_RD_DONE} power2round_read_state_type;
    typedef enum logic [1:0] {SK_WR_IDLE, SK_WR_WAIT, SK_WR_MEM, SK_WR_DONE} power2round_sk_write_state_type;
    typedef enum logic [1:0] {PK_WR_IDLE, PK_WR_API, PK_WR_DONE} power2round_pk_write_state_type;
endpackage
package sib_pkg;
  typedef enum logic [1:0] {
    SIB_IDLE         = 2'b00,
    SIB_SIGN_BUFFER  = 2'b01,
    SIB_ACTIVE       = 2'b10,
    SIB_DONE         = 2'b11
} sib_fsm_state_e;
endpackage
package sigdecode_h_defines_pkg;
    typedef enum logic [1:0] {SDH_RD_IDLE, SDH_RD_HINTSUM, SDH_RD_INIT, SDH_RD_EXEC} sdh_read_state_e;
    typedef enum logic [1:0] {SDH_WR_IDLE, SDH_WR_INIT, SDH_WR_MEM} sdh_write_state_e;
endpackage
package skdecode_defines_pkg;
    typedef enum logic [2:0] {SKDEC_RD_IDLE, SKDEC_RD_S1, SKDEC_RD_S2, SKDEC_RD_T0} skdec_read_state_e;
    typedef enum logic [2:0] {SKDEC_WR_IDLE, SKDEC_WR_STAGE, SKDEC_WR_S1, SKDEC_WR_S2, SKDEC_WR_T0} skdec_write_state_e;
endpackage
module abr_piso
  #( parameter PISO_BUFFER_W    = 1344
    ,parameter PISO_PTR_W = $clog2(PISO_BUFFER_W)
    ,parameter PISO_INPUT_RATE = 1088
    ,parameter PISO_OUTPUT_RATE = 80
  )
  (
    input logic                          clk,
    input logic                          rst_b,
    input logic                          zeroize,
    input  logic                             valid_i,
    output logic                             hold_o,
    input  logic [PISO_INPUT_RATE-1:0]   data_i,
    output logic                             valid_o,
    input  logic                             hold_i,
    output logic [PISO_OUTPUT_RATE-1:0]  data_o
  );
  parameter BUFFER_W_DELTA = PISO_BUFFER_W - PISO_INPUT_RATE;
  logic [PISO_BUFFER_W-1:0] buffer, buffer_d;
  logic [PISO_PTR_W-1:0] buffer_wr_ptr, buffer_wr_ptr_d;
  logic [PISO_PTR_W-1:0] current_input_rate, current_output_rate;
  logic buffer_wr, buffer_rd;
  logic update_buffer;
  always_comb current_input_rate = PISO_INPUT_RATE;
  always_comb current_output_rate = PISO_OUTPUT_RATE;
  always_comb hold_o = buffer_wr_ptr > (PISO_BUFFER_W[PISO_PTR_W-1:0] - current_input_rate);
  always_comb data_o = buffer[PISO_OUTPUT_RATE-1:0];
  always_comb valid_o = buffer_wr_ptr >= current_output_rate;
  always_comb buffer_wr = valid_i & ~hold_o;
  always_comb buffer_rd = valid_o & ~hold_i;
  always_comb update_buffer = buffer_rd | buffer_wr;
  always_ff @(posedge clk or negedge rst_b) begin
    if (!rst_b) begin
      buffer <= '0;
      buffer_wr_ptr <= '0;
    end else if (zeroize) begin
      buffer <= '0;
      buffer_wr_ptr <= '0;
    end else if (update_buffer) begin
      buffer <= buffer_d;
      buffer_wr_ptr <= buffer_wr_ptr_d;
    end 
  end
  always_comb begin
    unique case ({buffer_rd, buffer_wr}) 
      2'b00 : buffer_wr_ptr_d = buffer_wr_ptr;
      2'b01 : buffer_wr_ptr_d = buffer_wr_ptr + current_input_rate;
      2'b10 : buffer_wr_ptr_d = buffer_wr_ptr - current_output_rate;
      2'b11 : buffer_wr_ptr_d = buffer_wr_ptr + (current_input_rate - current_output_rate);
      default : buffer_wr_ptr_d = buffer_wr_ptr;
    endcase
  end
  logic [PISO_BUFFER_W-1:0] buffer_wdata;
  logic [PISO_BUFFER_W-1:0] buffer_wdata_mask;
  always_comb begin
    buffer_wdata = '0;
    buffer_wdata_mask = '1;
    buffer_wdata_mask = PISO_BUFFER_W'(buffer_wdata_mask >> (PISO_BUFFER_W[PISO_PTR_W-1:0] - current_input_rate));
    buffer_wdata = {{BUFFER_W_DELTA{1'b0}},data_i} & buffer_wdata_mask;
  end
  always_comb begin
    unique case ({buffer_rd, buffer_wr})
      2'b00 : buffer_d = buffer;
      2'b10 : buffer_d = PISO_BUFFER_W'(buffer >> current_output_rate);
      2'b01 : buffer_d = PISO_BUFFER_W'(buffer_wdata << buffer_wr_ptr) | buffer;
      2'b11 : buffer_d = PISO_BUFFER_W'(buffer_wdata << (buffer_wr_ptr - current_output_rate)) | PISO_BUFFER_W'(buffer >> current_output_rate);
      default : buffer_d = buffer;
    endcase
  end
endmodule
```
==> job_summary.md <==
### Yosys + OpenROAD results

| Metric | Value |
|---|---|
| Top cells by area, synth | `dfrtp_1, mux2i_1, nand2_1` |
| Syn Area/Cell | `7.79 um2` |
| Status | `aborted with a tool error` |
| Post-synth EDFFs | `0` |
| CTS Buf Count | `175` |
| Count leader, synth | `mux2i_1` |
| Post-synth mux share | `0.210` |
| Initial core utilization | `0.503` |
| Yosys top cell by area | `dfrtp_1` |
| Post-CTS Hold Buffers | `0` |
| Syn Std Cell Area | `~140,000 um2` |
| Post-CTS Setup Inserts | `0` |
| Error | `[ERROR GRT-0116] Global routing finished with congestion. Check the congestion regions in the DRC Viewer.` |
| Row Count | `around 190` |
| Ys async rst share | `1.00` |
| Synth flops | `1,351` |
| Area leader share | `0.246` |
| CTS Sinks | `about 1.4k` |
| Yosys cell types | `102` |
| GRT Util Overall | `0.972` |
| First-pass GRT wire length | `between 1,500,000 and 2,000,000 um` |
| Yosys cell count | `between 15k and 20k` |
| Die Wd | `about 530 um` |
| Aoi share | `0.338` |
| Chip height | `between 500 and 600 um` |
| Syn Inst Count | `between 15k and 20k` |
| H-tree Lvls | `4` |
| # port buffers | `around 1.2k` |
| Synth Area in Simple Gates | `0.136` |
| Post-Synth XOR/XNOR Area | `0.000318` |
| Clock tree buffer depth | `4` |
| Number of I/O pins | `between 1k and 1.5k` |
| Synthesis warning total | `1` |
| Largest net degree at the start of global routing | `around 130` |
| Vias in the first global route | `~200k` |
| # resized after CTS | `0` |
| Seq share, synth | `0.246` |
| Yosys adder share | `0.000637` |
| Halt Stage | `5_1_grt` |
| Post-synth top cells | `mux2i_1, nand2_1, dfrtp_1` |
| Placed Cells | `about 21k` |
| Comb area leader | `AND-OR/OR-AND gates` |
| Root buf cell | `clkbuf_16` |
| Final HPWL DP | `approximately 910,000 um` |
| Commonest flop | `dfrtp_1` |
| Yosys stat area | `138,000 um2` |
| Gpl congestion | `about 1.6` |
| Congestion Overflow GR | `8,758` |
-- per-layer routing --
layer	overflow	global-route usage
met5	138	0.867
met4	1783	0.944
met3	1329	0.936
met2	4307	1.03
met1	1201	0.959
-- logic make-up after synthesis --
group	Yosys count
fa+ha+maj	7
buf+inv	2107
flops	1351
compound gates	6786
simple gates	4546
mux	2862
xor+xnor	5
-- metrics by stage --
stage / power (mW) / setup slack [ns] / area (um2) / hold WS (ns)
global placement: 1.18 / 592.74 / 151000 / 0.492
floorplan: 0.750 / 597.48 / 138000 / 0.463
detailed placement: 1.18 / 592.69 / 151000 / 0.503
CTS: 1.28 / 593.59 / 157000 / 0.513
Power is estimated from default activity; no workload was simulated.
