==> design.v <==
package abr_ahb_defines_pkg;
  parameter ABR_H_OKAY=1'b0;
  parameter ABR_H_ERROR=1'b1;
endpackage
package abr_prim_pkg;
  typedef enum logic [31:0] {
    ImplGeneric,
    ImplXilinx,
    ImplBadbit
  } impl_e;
endpackage : abr_prim_pkg
package abr_prim_sparse_fsm_pkg;
  typedef enum logic {Idle, Done} state_t;
endpackage : abr_prim_sparse_fsm_pkg
package abr_prim_subreg_pkg;
  typedef enum logic [2:0] {
    SwAccessRW  = 3'd0,  
    SwAccessRO  = 3'd1,  
    SwAccessWO  = 3'd2,  
    SwAccessW1C = 3'd3,  
    SwAccessW1S = 3'd4,  
    SwAccessW0C = 3'd5,  
    SwAccessRC  = 3'd6   
  } sw_access_e;
endpackage
package compress_defines_pkg;
    typedef enum logic {CMP_RD_IDLE, CMP_RD_MEM} cmp_read_state_e;
    typedef enum logic {CMP_WR_IDLE, CMP_WR_MEM} cmp_write_state_e;
    localparam compress1 = 'h0,
               compress5 = 'h1,
               compress11 = 'h2,
               compress12 = 'h3;
    typedef logic [1:0] compress_mode_t;
endpackage
package decompose_defines_pkg;
    typedef enum logic {DCMP_RD_IDLE, DCMP_RD_MEM} dcmp_read_state_e;
    typedef enum logic {DCMP_WR_IDLE, DCMP_WR_MEM} dcmp_write_state_e;
    localparam sign_op = 'h0,
               verify_op = 'h1;
    typedef logic dcmp_mode_t;
endpackage
package decompress_defines_pkg;
    typedef enum logic {DCMP_RD_IDLE, DCMP_RD_MEM} decomp_read_state_e;
    typedef enum logic {DCMP_WR_IDLE, DCMP_WR_MEM} decomp_write_state_e;
    localparam DECOMPRESS1 = 'h0,
               DECOMPRESS5 = 'h1,
               DECOMPRESS11 = 'h2,
               DECOMPRESS12 = 'h3;
    typedef logic [1:0] decompress_mode_t;
endpackage
package makehint_defines_pkg;
    typedef enum logic [2:0] {MH_IDLE, MH_RD_MEM, MH_WAIT, MH_FLUSH_SBUF, MH_RD_IBUF_LOW, MH_RD_IBUF_HIGH, MH_RD_IBUF_MID} mh_read_state_e;
endpackage
package norm_check_defines_pkg;
    parameter z_bound = 2'h0, r0_bound = 2'h1, ct0_bound = 2'h2;
    typedef logic [1:0] chk_norm_mode_t;
    typedef enum logic [1:0] {CHK_IDLE, CHK_RD_MEM, CHK_WAIT, CHK_DONE} chk_read_state_e;
endpackage
package power2round_defines_pkg;
    typedef enum logic [1:0] {T_RD_IDLE, T_RD_MEM, T_RD_DONE} power2round_read_state_type;
    typedef enum logic [1:0] {SK_WR_IDLE, SK_WR_WAIT, SK_WR_MEM, SK_WR_DONE} power2round_sk_write_state_type;
    typedef enum logic [1:0] {PK_WR_IDLE, PK_WR_API, PK_WR_DONE} power2round_pk_write_state_type;
endpackage
package sib_pkg;
  typedef enum logic [1:0] {
    SIB_IDLE         = 2'b00,
    SIB_SIGN_BUFFER  = 2'b01,
    SIB_ACTIVE       = 2'b10,
    SIB_DONE         = 2'b11
} sib_fsm_state_e;
endpackage
package sigdecode_h_defines_pkg;
    typedef enum logic [1:0] {SDH_RD_IDLE, SDH_RD_HINTSUM, SDH_RD_INIT, SDH_RD_EXEC} sdh_read_state_e;
    typedef enum logic [1:0] {SDH_WR_IDLE, SDH_WR_INIT, SDH_WR_MEM} sdh_write_state_e;
endpackage
package skdecode_defines_pkg;
    typedef enum logic [2:0] {SKDEC_RD_IDLE, SKDEC_RD_S1, SKDEC_RD_S2, SKDEC_RD_T0} skdec_read_state_e;
    typedef enum logic [2:0] {SKDEC_WR_IDLE, SKDEC_WR_STAGE, SKDEC_WR_S1, SKDEC_WR_S2, SKDEC_WR_T0} skdec_write_state_e;
endpackage
module abr_add_sub_mod #(
    parameter REG_SIZE      = 384
    )
    (
    input wire           clk,
    input wire           reset_n,
    input wire           zeroize,
    input  wire                 add_en_i,
    input  wire                 sub_i,
    input  wire  [REG_SIZE-1:0] opa_i,
    input  wire  [REG_SIZE-1:0] opb_i,
    input  wire  [REG_SIZE-1:0] prime_i,
    output logic [REG_SIZE-1:0] res_o,
    output logic                ready_o
);
    logic [REG_SIZE-1 : 0] opb0;
    logic [REG_SIZE-1 : 0] opb1;
    logic [REG_SIZE-1 : 0] r0;
    logic [REG_SIZE-1 : 0] r1;
    logic                  carry0; 
    logic                  sub_n;
    logic [REG_SIZE-1 : 0] r0_reg;
    logic                  carry0_reg;
    logic                  carry1;
    logic [1 : 0]          push_result_reg;
    abr_adder #(
        .RADIX(REG_SIZE)
        ) 
        adder_inst_0(
        .a_i(opa_i),
        .b_i(opb0),
        .cin_i(sub_i),
        .s_o(r0),
        .cout_o(carry0)
    );
    abr_adder #(
        .RADIX(REG_SIZE)
        ) 
        adder_inst_1(
        .a_i(r0_reg),
        .b_i(opb1),
        .cin_i(sub_n),
        .s_o(r1),
        .cout_o(carry1)
    );
    assign opb0 = sub_i ? ~opb_i : opb_i;
    always_ff @(posedge clk or negedge reset_n) 
    begin
        if(!reset_n) begin
            r0_reg <= '0;
            carry0_reg <= '0;
            sub_n <= '0;
            opb1 <= '0;
        end
        else if (zeroize) begin
            r0_reg <= '0;
            carry0_reg <= '0;
            sub_n <= '0;
            opb1 <= '0;
        end
        else if (add_en_i) begin 
            r0_reg <= r0;
            carry0_reg <= carry0;
            sub_n <= !sub_i;
            if (sub_i)
                opb1 <= prime_i;
            else
                opb1 <= ~prime_i;
        end
    end
    always_ff @(posedge clk or negedge reset_n) begin
        if (!reset_n)
            push_result_reg <= 2'b0;
        else if (zeroize)
            push_result_reg <= 2'b0;
        else if (add_en_i)
            push_result_reg <= 2'b10;
        else  
            push_result_reg <= 2'(push_result_reg >> 1);
    end
    assign ready_o = push_result_reg[0];
    assign res_o = sub_n ? (carry0_reg ^ carry1)? r1 : r0_reg : (carry0_reg) ? r0_reg : r1;
endmodule
module abr_adder #(
    parameter RADIX          = 8
)
(
    input  wire [RADIX-1:0]  a_i,
    input  wire [RADIX-1:0]  b_i,
    input  wire              cin_i,
    output wire [RADIX-1:0]  s_o,
    output wire              cout_o
);
    logic [RADIX : 0]   s_full;
    always_comb begin
        s_full = a_i + b_i + cin_i;
    end
    assign s_o = s_full[RADIX-1 : 0];
    assign cout_o = s_full[RADIX];
endmodule
==> run.sh <==
#!/bin/bash
# OpenROAD 26Q1-2900-gdf79404cd8, Yosys 0.63+post, stock flow scripts
make -C /OpenROAD-flow-scripts/flow DESIGN_CONFIG=/design/flow/config.mk WORK_HOME=/design/flow/orfs finish
==> config.mk <==
export PLATFORM = sky130hd
export DESIGN_NAME = abr_add_sub_mod
export DESIGN_NICKNAME = abr_add_sub_mod
export VERILOG_FILES = /design/flow/design.v
export SDC_FILE = /design/flow/constraint.sdc
export NUM_CORES = 4
export LEC_CHECK = 1
export CORE_AREA = 10 10 669 669
export DIE_AREA = 0 0 679 679
==> constraint.sdc <==
current_design abr_add_sub_mod

set clk_period 96.0
set clk_io_pct 0.2

create_clock -name clk0 -period $clk_period [get_ports {clk}]

set non_clock_inputs [all_inputs -no_clocks]
set_input_delay [expr $clk_period * $clk_io_pct] -clock clk0 $non_clock_inputs
set_output_delay [expr $clk_period * $clk_io_pct] -clock clk0 [all_outputs]
==> results.cfg <==
; generated from flow reports
[cts]
holdBufCountCts = 0
clock-root-buffer = clkbuf_16
post_cts_resize_count = 0
max-clock-path-buffers = 4
numCtsBuffers = 107
cts.htree.levels = 3
clock.latency.late_pin_ns = 0.89
tritoncts = built
number_of_clock_sinks = 772
postCtsSetupRepairBufs = 0
clkSlewWorstSetupHoldPaths_ns = 0.06

[worst_setup_path]
critPathBufInv = 7
crit_path_max_fanout = 95
critical-path-max-stage-delay_ns = 1.05
setup.worst_path.start_class = register
worstSetupPathType = register to output port
timing.critical_path.max_delay_family = AND-OR/OR-AND gates
required_time_of_the_critical_path_ns = 76.80
crit_arrival_ns = 12.34
path_cells = fa_1 -> fa_1 -> a211oi_1 -> nor4b_2 -> nor2_1 -> o211a_1 -> o21ba_2 -> o31ai_4 -> o21ai_2 -> a2111oi_2 -> o2111ai_1 -> a21oi_1 -> nor3_1 -> buf_4 -> o21ai_2 -> a31oi_1 -> xor2_4 -> buf_4 -> buf_4 -> buf_4 -> buf_4 -> buf_4 -> mux2_2 -> clkdlybuf4s50_1
cpMaxStageDelayCell = o2111ai_1
worstSetupEndpointType = output port
critical-path-top-cell-by-count = buf_4

[yosys]
ff_type = dfrtp_1
postSynthAreaPerCell_sq_um = 7.15
synthArstFlopShare = 1.00
yosysCellCount = 14075
synthesis.instances = 14075
yosysChipArea_sq_um = 101000
synth_dominant_cell_count = nand2_1
yosysTopAreaCellShare = 0.192
ys_types = 91
yosys_warnings = 2
post_synth_most_frequent_cells = nand2_1, a21oi_1, nor2_1
syn_area_sq_um = 101000
synthesis_stage_register_bit_count = 772
enable_flop_cells = 0
top_area_cell = dfrtp_1
synth_sequential_area_ratio = 0.192
synth.area.top_cells = dfrtp_1, ha_1, a21oi_1

[sta]
final_hold_violations = 0
period_needed_ns = 31.54
fin_tns_setup_ns = 0
fin_skew_ns = 0.00265
final_number_of_setup_violating_endpoints = 0
max_freq_ghz = 0.0317
timing_worst_slew_pin_value_ns = 1.52
timing.slew.headroom = -0.0221
timing.final.crit_share = 0.329
timing.final.max_slew_violations = 3
rsz0062_at_grt = false

[floorplanning]
floorplanUtilization = 0.233
die_x_um = 679
fp.dieArea_sq_um = 461000
io-pin-count = 1542
fp.dieH_um = 679
fp-row-count = 241
design.core.area_sq_um = 432000

[route]
detail_route.drc_violations = 0
drt_iter0_markers = 10900
route.antenna.remaining_nets = 0
route.vias.total = 116986
drt_wl_total_um = 799000
wl_per_cell_um = 37.8
routed_via_density = 5.53
drt_pass1_iterations = 6

[grt]
largest_net_degree_at_the_start_of_global_routing = 169
wire_length_of_the_first_global_routing_pass_um = 1050000
globalRoute.totalOverflow = 0
antenna_violations_before_repair = 124
grt.total_usage = 0.338
number_of_global_route_vias_before_repair = 114249

[cells_and_area]
final_layout_size_suffix_gt1_frac = 0.0487
finish.utilization = 0.294
synthToLayoutAreaGrowth_pct = 26.3

[place]
buffer_ports.inserted = 1541
placed_wire_length_estimate_after_detailed_placement_um = 710000
gp_congestion = 1.11

[power]
power-per-cell-area_nw_per_um2 = 15.6
vdd_ir_drop_max_uv = 15.0
design_power_total_mw = 1.98
cellLeakagePower_nw = 50.8

[flow_run]
tool_warnings = 33
max_cap_viol_count = 1

[run_status]
outcome = finished, violations left
failed_checks = max-capacitance violations, max-slew violations

[min_path]
hold_path_class = register to register
## report_power, final
part,switching [mW],internal [mW],total [mW]
logic,0.741,0.386,1.13
clock network,0.186,0.251,0.437
registers,0.0577,0.361,0.419
## cells by family (layout without fill, tap and decap cells)
family | Yosys count | in the layout | share of synthesized area
adder cells (fa/ha/maj) | 769 | 769 | 0.0959
XOR/XNOR | 1512 | 1512 | 0.132
AND-OR/OR-AND | 4671 | 4671 | 0.275
flip-flops | 772 | 772 | 0.192
other | 0 | 78 | 0
buffers and inverters | 1108 | 2401 | 0.0421
AND/OR/NAND/NOR | 4689 | 4689 | 0.208
multiplexers | 554 | 554 | 0.0553
## through the flow
stage	hold slack, ns	setup WS, ns	area [sq um]	cells
floorplan	0.428	71.69	101000	14075
global placement	0.492	65.76	123000	20885
detailed placement	0.500	65.74	123000	20885
CTS	0.515	64.75	127000	21078
global route	0.544	64.11	127000	21124
finish	0.511	64.46	127000	21156
## final timing paths
kind                                         start                      end  slack (ns)  cells past startpoint
max                              sub_n$_DFFE_PN0P_               res_o[103]       64.46                     24
min                          r0_reg[9]$_DFFE_PN0P_    r0_reg[9]$_DFFE_PN0P_        0.51                      2
max reg2reg                r0_reg[174]$_DFFE_PN0P_  r0_reg[174]$_DFFE_PN0P_       94.90                      1
min reg2reg                  r0_reg[9]$_DFFE_PN0P_    r0_reg[9]$_DFFE_PN0P_        0.51                      2
max in group asynchronous                  reset_n   r0_reg[24]$_DFFE_PN0P_       73.97                      6
min in group asynchronous                  reset_n    opb1[290]$_DFFE_PN0P_       18.29                      1
## worst min-delay path, delay by kind of cell (launching register included)
family | cells | cell delay, ns
DFF | 1 | 0.36
and+or+nand+nor | 1 | 0.06
AOI/OAI and AO/OA | 1 | 0.06
## placed cells by master (no fill, tap or decap), types with 224 or more instances in the layout
cell	count
buf_4	384
inv_1	279
dfrtp_1	772
nor3_1	224
nand2_1	1707
a21oi_1	1596
clkdlybuf4s50_1	1537
mux2i_1	539
a21o_1	431
o21bai_1	296
nor2_1	1571
nand4_1	510
xor2_1	665
xnor2_1	845
o21ai_0	1520
ha_1	766
## area by class of cell
| cell class | instances | area, sq um |
|---|---|---|
| clock inverters | 54 | 703 |
| fillers | 47310 | 305000 |
| inverters | 281 | 1060 |
| flip-flops and latches | 772 | 19300 |
| well taps | 5710 | 7140 |
| repair buffers | 1927 | 18400 |
| clock buffers | 139 | 2980 |
| diodes | 78 | 195 |
| multi-input cells | 12195 | 77200 |
## layer usage
layer,vias up,global-route usage,share of wire
li1,53107,-,-
met1,57894,0.444,0.42
met3,1068,0.0802,0.075
met4,32,0.213,0.081
met2,4885,0.499,0.43
met5,-,0,0.00029
Power figures rest on the tool's default switching activity, not on a simulated workload.
